$ cat ./design.v
`timescale 1ns / 1ps
module quotient_calculator(
    R_in,
    R_out,
    D,
    Q_in,
    Q_out
    );
    input wire [30:0] R_in;
    input wire [31:0] D, Q_in;
    output wire [31:0] Q_out;
    output wire [30:0] R_out;
    wire [31:0] D_unsigned;
     assign D_unsigned = D[31]==0 ? D:
                         ~D;
     assign Q_out = R_in[30:0] >= D_unsigned[30:0] ? {Q_in[30:0],1'b1}:
                    {Q_in[30:0],1'b0};
     assign R_out = R_in >= D_unsigned ? {R_in-D_unsigned}
                    :{R_in};
endmodule
$ cat ./run.sh
#!/bin/bash
# OpenROAD 26Q1-2900-gdf79404cd8, Yosys 0.63+post, stock flow scripts
make -C /OpenROAD-flow-scripts/flow DESIGN_CONFIG=/design/flow/config.mk WORK_HOME=/design/flow/orfs finish
$ cat ./config.mk
export PLATFORM = sky130hd
export DESIGN_NAME = quotient_calculator
export DESIGN_NICKNAME = quotient_calculator
export VERILOG_FILES = /design/flow/design.v
export SDC_FILE = /design/flow/constraint.sdc
export NUM_CORES = 4
export LEC_CHECK = 1
export CORE_UTILIZATION = 30
$ cat ./constraint.sdc
current_design quotient_calculator

set clk_period 23.7
set clk_io_pct 0.2

create_clock -name clk0 -period $clk_period

set non_clock_inputs [all_inputs -no_clocks]
set_input_delay [expr $clk_period * $clk_io_pct] -clock clk0 $non_clock_inputs
set_output_delay [expr $clk_period * $clk_io_pct] -clock clk0 [all_outputs]
==> flow_results.org <==
#+TITLE: Physical design notes

** GRT
- Overall track demand over capacity in global routing :: 14.8%
- Wire length of the first global-routing pass :: 12300 um
- The number of global-route vias before repair is 2714.
- After global routing the overflow that remains totals 0.
- The initial antenna violation count was 0.
- Entering global routing, the biggest net connects 35 pins.

** STA
- The pin closest to its max-slew limit shows a slew of 0.541 ns.
- Setup repair after global routing missed its margin :: no
- Tmin final :: 13.06 ns
- Final cycle utilization of the critical path :: 55.1%
- Hold timing on the final database bottoms out at a slack of 9.48 ns.
- Measured against its own limit, the worst slew margin works out to 63.9%.
- Total Neg Setup Slack :: 0 ns
- In this build the clock could be raised as far as 76.6 MHz.
- Per the finish-stage timing summary, setup violations number 0.
- Endpoints failing hold :: 0
- Final Max Slew Viols :: 0

** Route
- Detailed routing inserted a total of 2761 vias.
- Per the detail_route log, met3 wirelength is 351 um.
- For this block, the routed nets add up to 7290 um of wire.
- Uppermost metal layer occupied by signal nets :: met4
- Per the detail_route report, vias per standard cell equal 4.93.
- In the per-layer summary, the met1 wirelength comes to 3590 um.
- Per the post-route antenna check, the number of violating nets is 0.
- The routed design ends up with an antenna cell count of 0.
- Post-DR wirelength/cell :: 13.0 um
- For this run, design rule violations remaining after detail routing come to 0.
- Wire length on met2 :: 3340 um
- DRT Pass-1 Iters :: 4
- The violation tally recorded at the end of detailed-routing iteration 0 is 79.

** Final layout
- In this run the layout overhead on the synthesized area is reported as 25.5%.
- The layout summary lists the proportion of cells stronger than drive strength 1 as 14.6%.
- Per the layout area report, the register area comes to 0 um2.
- The clock buffers instantiated in the layout total 0.
- Flop Count :: 0
- Cell Count, Final, Fillers Out :: 560
- Cells fill 38.7% of the core in the end.

** Setup path
- According to the timing report, the arrival time at the worst endpoint equals 8.32 ns.
- CP Data Required Time :: 18.96 ns
- Critical Path End Type :: primary output
- Worst-path maximum fanout :: 31
- Critical path cell sequence :: buf_2, buf_4, xor2_1, ha_1, inv_1, fa_1, a211oi_1, o21ai_1, nand3_1, a21oi_1, nor3_4, buf_4, nor2_1, and3_1, a221oi_2, clkdlybuf4s50_1
- Cell class contributing the biggest share of worst-path delay :: buffers and inverters
- CP max-delay cell :: sky130_fd_sc_hd__clkdlybuf4s50_1
- Startpoint types :: input port
- Library cell appearing most often on the critical path :: sky130_fd_sc_hd__buf_4
- Critical path buffer and inverter count :: 5
- Kind of critical path :: input port to primary output
- Stage delay of the slowest cell on the critical path :: 0.51 ns

** Die
- For reference, the placement row count at floorplan is 35.
- Measured along the x axis, the die boundary spans 99.5 um.
- Y dimension of the die :: 99.5 um
- The floorplan step defined a core boundary enclosing 9240 um2.
- After floorplanning, the die was sized to cover 9890 um2.
- For this configuration, the core starts out at a cell density of 30.8%.
- IO Pins :: 158

** Synth
- Cells after synthesis :: 388
- Yosys warning tally :: 0
- The synthesis report lists the most area-consuming cells as sky130_fd_sc_hd__ha_1 (14%), sky130_fd_sc_hd__xnor2_1 (14%), sky130_fd_sc_hd__buf_4 (8.7%).
- Top cell type by total area after synthesis :: sky130_fd_sc_hd__ha_1
- In the Yosys report the total cell count is 388.
- For reference, the post-synthesis area per instance comes to 7.35 um2.
- The synthesized design devotes to its leading area cell type 13.6% of total area.
- The synthesized netlist has a Yosys-reported chip area of 2850 um2.
- Synthesis instantiated 53 different standard cells from the library.
- Sequential fraction of the synthesis area :: 0%
- Cell area after synthesis :: 2850 um2

** Power
- IR analysis of the VDD net gives a maximum drop of 0.0159 mV.
- Switching power total :: 0.0000687 W
- Internal portion of total power :: 0.0000751 W
- The share of total power dissipated in the clock network is 0%.
- The flow reported a cell area power density of 40.2 nW/um2.
- Fraction of power spent switching nets :: 47.8%
- In this run, flip-flops and latches consume 0% of the power.
- Part of the total power dissipated in combinational logic :: 100.0%
- Leakage :: 1.39 nW

** CTS
- Hold repair after CTS inserted 0 buffers.
- In this run, post-CTS repair resized a total of 0 instances.
- Post-CTS Setup Repair Bufs :: 0

** Status
- Run status :: complete, no violations

** Placement
- The placement summary gives the final routability congestion estimate as 0.827.
- Half-perimeter wire length after detailed placement :: 5940 um
- After detailed placement, the design holds a cell count of 560.
- Input/output buffers :: 95

** Flow run
- Tool Warnings :: 33
- Max-cap violations in this run came to 0.

** Hold path
- Worst hold path class :: input port to primary output
cells in the final DEF (no fill, tap or decap), types with 2 or more instances in the layout:
master	n
sky130_fd_sc_hd__buf_4	3
sky130_fd_sc_hd__xnor2_1	44
sky130_fd_sc_hd__a21boi_1	2
sky130_fd_sc_hd__and2_1	2
sky130_fd_sc_hd__nor4_1	2
sky130_fd_sc_hd__nor2b_1	6
sky130_fd_sc_hd__a21oi_1	30
sky130_fd_sc_hd__o21bai_1	2
sky130_fd_sc_hd__mux2_1	4
sky130_fd_sc_hd__a31oi_1	2
sky130_fd_sc_hd__o22ai_1	3
sky130_fd_sc_hd__inv_1	8
sky130_fd_sc_hd__a211oi_1	5
sky130_fd_sc_hd__nand2_2	26
sky130_fd_sc_hd__o221ai_1	2
sky130_fd_sc_hd__ha_1	31
sky130_fd_sc_hd__nor2_1	16
sky130_fd_sc_hd__o21ai_2	27
sky130_fd_sc_hd__nand2_1	31
sky130_fd_sc_hd__a221o_1	2
sky130_fd_sc_hd__clkdlybuf4s50_1	94
sky130_fd_sc_hd__o21a_1	2
sky130_fd_sc_hd__and3_1	3
sky130_fd_sc_hd__o21ai_0	12
sky130_fd_sc_hd__nand3_1	7
sky130_fd_sc_hd__nand4_1	8
sky130_fd_sc_hd__o21ai_1	4
sky130_fd_sc_hd__xor2_1	15
sky130_fd_sc_hd__a21o_1	16
sky130_fd_sc_hd__o2111ai_1	2
metal layers:
metal / track usage [%] / up-vias
met2: 25.1 / 81
met3: 0.500 / 2
met4: 0.452 / 0
met5: 0 / -
met1: 22.2 / 1233
li1: - / 1445
Yosys cell counts (3+ instances only):
cell	n
sky130_fd_sc_hd__ha_1	31
sky130_fd_sc_hd__buf_2	6
sky130_fd_sc_hd__o21ai_1	4
sky130_fd_sc_hd__nand3_1	7
sky130_fd_sc_hd__clkbuf_1	10
sky130_fd_sc_hd__nand4_1	8
sky130_fd_sc_hd__and3_1	3
sky130_fd_sc_hd__inv_1	8
sky130_fd_sc_hd__nor2_1	16
sky130_fd_sc_hd__nand2_2	26
sky130_fd_sc_hd__a21oi_1	30
sky130_fd_sc_hd__o21ai_0	12
sky130_fd_sc_hd__o21ai_2	27
sky130_fd_sc_hd__nand2_1	31
sky130_fd_sc_hd__buf_4	33
sky130_fd_sc_hd__a211oi_1	5
sky130_fd_sc_hd__o22ai_1	3
sky130_fd_sc_hd__buf_12	3
sky130_fd_sc_hd__xor2_1	15
sky130_fd_sc_hd__a21o_1	16
sky130_fd_sc_hd__mux2_1	4
sky130_fd_sc_hd__xnor2_1	44
sky130_fd_sc_hd__nor2b_1	6
final timing paths:
path / endpoint / startpoint / depth (start not counted) / slack (ns)
max: R_out[27] / D[31] / 16 / 10.64
min: Q_out[10] / Q_in[9] / 0 / 9.48
final cells by class:
class              instances  area [um2]
multi-input cells        325        2420
fillers                  981        5660
repair buffers            98         968
well taps                129         161
inverters                  8        30.0
kinds of logic (layout without fill, tap and decap cells):
logic type / after synthesis / after routing / synth area share, %
AND/OR/NAND/NOR: 106 / 106 / 19.3
XOR/XNOR: 59 / 59 / 18.1
AND-OR/OR-AND: 124 / 124 / 31.5
multiplexers: 4 / 4 / 1.58
buffers and inverters: 63 / 106 / 15.1
adder cells (fa/ha/maj): 32 / 32 / 14.3
stage by stage:
stage	worst slack, ns	total power (W)	instance area, um2
finish	10.64	0.000144	3580
global route	10.35	0.000160	3580
CTS	10.58	0.000145	3580
detailed placement	10.59	0.000144	3580
global placement	10.60	0.000144	3580
floorplan	11.58	0.0000976	2850
power groups by stage:
stage | sequential, W | clock (W) | combinational, W
after CTS | 0 | 0 | 0.000145
after global routing | 0 | 0 | 0.000160
final | 0 | 0 | 0.000144
Power and IR drop assume default switching activity.
