<file path="config.mk">
export PLATFORM = sky130hd
export DESIGN_NAME = remainder_calculator
export DESIGN_NICKNAME = remainder_calculator
export VERILOG_FILES = /design/flow/design.v
export SDC_FILE = /design/flow/constraint.sdc
export NUM_CORES = 4
export LEC_CHECK = 1
export CORE_AREA = 10 10 70 70
export DIE_AREA = 0 0 80 80
</file>
<file path="constraint.sdc">
current_design remainder_calculator

set clk_period 3.3
set clk_io_pct 0.2

create_clock -name clk0 -period $clk_period

set non_clock_inputs [all_inputs -no_clocks]
set_input_delay [expr $clk_period * $clk_io_pct] -clock clk0 $non_clock_inputs
set_output_delay [expr $clk_period * $clk_io_pct] -clock clk0 [all_outputs]
</file>
<file path="design.v">
`timescale 1ns / 1ps
module remainder_calculator( 
    R_in,
    N,
    i,
    R_out
    );
    input [31:0]  N;
    input [30:0] R_in;
    input [4:0] i;
    output [30:0] R_out;
    assign R_out[30:1] = R_in[29:0];
    assign R_out[0] = 0==N[31] ? N[30-i]:
                      !N[30-i];
endmodule
</file>
<file path="run.sh">
#!/bin/bash
# OpenROAD 26Q1-2900-gdf79404cd8, Yosys 0.63+post, stock flow scripts
make -C /OpenROAD-flow-scripts/flow DESIGN_CONFIG=/design/flow/config.mk WORK_HOME=/design/flow/orfs finish
</file>
==> reports/results.tsv <==
metric	value	unit
status	completed	
grt_usage	5.06	%
drt-vias-per-instance	3.74	
syn_avg_cell_area	9.84	um2
required	2.64	ns
layout-drive-gt1-share	26.7	%
ys_area	581	um2
hold_ws	1.32	ns
fin_area	878	um2
core_area	3420	um2
fill_cells	376	
ys_seq_share	0	%
regArea	0	um2
p_leak	0.330	nW
critPathLaunchType	input port	
relSlewSlack	81.9	%
end_kind	output pin	
cap_violations	0	
fp.dieH	80	um
netlist_instances	59	
avgRoutedWirePerCell	13.8	um
syn-cell-area	581	um2
drtIter0Drc	4	
crit_type	in -> out	
hold_viol	0	
diodes	0	
ios	99	
postPlaceCellArea	846	um2
clock.fmax	320	MHz
combinationalPowerShare	100.0	%
die_w	80	um
yosysWarnings	0	
fin_crit_sh	94.8	%
drv_slew	0	
rows	21	
seq_cells	0	
pwr-share-seq	0	%
grt_first_pass_wirelength	2.63	mm
fp_util	17.0	%
antenna_found_initial	0	
clkbuf_count	0	
cp.arrival	2.47	ns
fin_crit	3.13	ns
ir_drop	0.0000409	V
rsz0062_at_grt	no	
switching_share	27.6	%
grt_max_degree	7	
p_sw	0.0000320	W
min_path_type	in -> out	
syn2layout_area_growth	51.3	%
setup_viol	0	
hpwlAfterDp	1.55	mm
num_vias	453	
powerDensity	132	nW/um2
ctsHoldBuffers	0	
drt_wl_total	1.67	mm
drc_errors	0	
p_total	0.000116	W
routabilityCongestion	0.801	
clock_power_share	0	%
ys_cells	59	
critPathMaxFanout	2	
grt_pass1_vias	541	
layout_top_cell	clkdlybuf4s50_1	
worstMarginPinSlew	0.270	ns
die_area	6400	um2
utilization	25.7	%
warnings	33	
first_pass_iters	4	
yosysUniqueCellTypes	17	
p_int	0.0000840	W
lay_top_cells	clkdlybuf4s50_1, buf_4, mux4_1, mux4_2	
port_buffers	38	
grt-ovfl-total	0	
ant_nets	0	
-- synthesized netlist by cell type, drive strengths merged --
cell | n | share of area, %
mux2 | 1 | 1.9
xnor2 | 3 | 4.5
and4 | 1 | 1.5
mux2i | 3 | 5.2
nor2 | 1 | 0.65
nand4 | 1 | 1.1
a22oi | 1 | 1.3
nand3 | 4 | 3.4
mux4 | 8 | 34
buf | 31 | 41
clkbuf | 1 | 0.65
xor2 | 1 | 1.5
inv | 1 | 0.65
ha | 1 | 2.2
or3 | 1 | 1.1
-- worst max-delay path, cell delays in order --
cell             delay (ns)
clkdlybuf4s50_1        0.50
nand3_2                0.10
xor2_2                 0.18
mux2_2                 0.34
or3_1                  0.34
nand4_1                0.11
xnor2_1                0.12
clkbuf_2               0.12
-- power groups by stage --
stage | clock (W) | sequential, W | combinational [W]
after CTS | 0 | 0 | 0.000119
after global routing | 0 | 0 | 0.000127
final | 0 | 0 | 0.000116
-- repair_timing --
item	4_1_cts	5_1_grt
buffers inserted	1	0
gates resized	10	2
pin swaps	1	1
cloned	0	0
endpoints found under the setup margin	1	1
-- final timing paths --
kind  startpoint        end  slack [ns]  cells after the start
min      R_in[9]  R_out[10]        1.32                      0
max         i[2]   R_out[0]        0.17                      8
-- cells by family (layout without fill, tap and decap cells) --
group / count (synthesis) / after routing / synth area share, %
xor gates and xnor gates: 4 / 4 / 6.04
buffers and inverters: 33 / 49 / 42.0
adders and majority gates: 1 / 1 / 2.15
and+or+nand+nor: 8 / 8 / 7.76
AOI/OAI and AO/OA: 1 / 1 / 1.29
muxes: 12 / 12 / 40.7
-- area by class of cell --
cell class | count | area (um2) | share of cell area [%]
Tap cell | 46 | 57.6 | 6.55
Multi-Input combinational cell | 26 | 362 | 41.2
Inverter | 1 | 3.75 | 0.427
Timing Repair Buffer | 48 | 455 | 51.9
-- per-layer routing --
layer	part of all wire, %	routed length [um]	global-route usage [%]
met4	0	0	0.528
met3	9.9	165	2.05
met1	34	560	5.21
met2	56	940	9.55
met5	0	0	0
-- metrics by stage --
step           worst slack, ns  instances  TNS [ns]
2_1_floorplan            0.344         59         0
3_3_place_gp            -0.518        120    -0.518
3_5_place_dp            -0.553        120    -0.553
4_1_cts                 0.0425        121         0
5_1_grt                 0.0592        121         0
6_report                 0.172        121         0
Power is estimated from default activity; no workload was simulated.
