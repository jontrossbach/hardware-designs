## config.mk

```make
export PLATFORM = sky130hd
export DESIGN_NAME = up_down_counter
export DESIGN_NICKNAME = up_down_counter
export VERILOG_FILES = /design/flow/design.v
export SDC_FILE = /design/flow/constraint.sdc
export NUM_CORES = 4
export LEC_CHECK = 1
export CORE_AREA = 10 10 99 99
export DIE_AREA = 0 0 109 109
```

## constraint.sdc

```tcl
current_design up_down_counter

set clk_period 5.8
set clk_io_pct 0.2

create_clock -name clk0 -period $clk_period [get_ports {clk}]

set non_clock_inputs [all_inputs -no_clocks]
set_input_delay [expr $clk_period * $clk_io_pct] -clock clk0 $non_clock_inputs
set_output_delay [expr $clk_period * $clk_io_pct] -clock clk0 [all_outputs]
```

## design.v

```verilog
`timescale 1ns / 1ps
module up_down_counter(
    out,
    clk,
    reverse,
    reset,
    enable
    );
    input wire clk, reverse, reset, enable;
    output wire [15:0] out;
    reg [15:0] counter;
    always @(posedge clk or posedge reset)
      if (reset) begin
        counter <= 16'b0;
      end else
        if (enable) begin
          if (reverse) begin
            counter <= counter - 16'd1;
          end else begin
            counter <= counter + 16'd1;
          end
      end 
      assign out = counter;
endmodule
```

## run.sh

```bash
#!/bin/bash
# OpenROAD 26Q1-2900-gdf79404cd8, Yosys 0.63+post, stock flow scripts
make -C /OpenROAD-flow-scripts/flow DESIGN_CONFIG=/design/flow/config.mk WORK_HOME=/design/flow/orfs finish
```

==> results.txt <==
yosys + openroad results -> outcome finished clean, highest fanout seen on the critical path 19, count of inserted antenna diode cells 0, worst clock skew on the final layout 0.00126 ns, RSZ-0062 raised after global routing false, total tool warning count 25, proportion of synthesized chip area in sequential cells 29.2%, Max Clock Freq 301 MHz, number of DRC violations after detailed-routing iteration 0 41, flip-flop and latch count after synthesis 16, number of placed instances, taps included ~260, final wirelength 2.98 mm, CP Class primary input to flip-flop, final estimated routing congestion in global placement 0.834, chip area 11900 sq um, kind of capture point of the worst setup path flip-flop, number of flip-flops in the largest register 16, worst slack, placed 2.24 ns, filler instances ~830, CTS hold repair buffers 0, maximum VDD drop 151 uV, via count of the first global-routing pass ~1100, slew of the pin with the lowest slew margin 0.635 ns, Via density roughly 4.2, final count of negative-setup-slack endpoints 0, clock tree from TritonCTS built, setup bufs post-CTS 0, wire length of the first global-routing pass about 5 mm, total cell area reported by yosys after synthesis 1370 sq um, post-route setup TNS 0 ns, unique cell type count in the Yosys netlist 42, worst relative slew slack between 50 and 60%, tally of nets with antenna violations remaining after routing 0, final hold viol count 0, total core area ~7700 sq um, Post-Route Utilization a little under a quarter, num rows 32, number of levels in the clock H-tree 1, largest net degree at the start of global routing 21, share of async-settable or async-resettable flops after synthesis 100%, Post-route DRC 0, iteration tally of the first detailed-router pass 2, min cycle time layout between 3 and 4 ns, placed wire-length estimate 2.32 mm, yosys synthesis warning count 1, post-route insts no fill 263, later-pin clock latency in the skew report 0.25 ns, leakage 0.707 nW, most flop-heavy register counter, Synth Flop Type sky130_fd_sc_hd__dfrtp_1, total overflow reported by the global router 0, fraction of final layout cells sized beyond drive strength 1 16.1%, CP Data Required Time 5.94 ns, chip width 109 um, gate count after technology mapping 139, clock tree root buffer cell sky130_fd_sc_hd__clkbuf_8, buffer depth of the longest clock path 2, # Cells Yosys approximately 140, Buffers on Ports 19, type of the most critical hold path flip-flop to flip-flop, syn avg cell area 9.87 sq um, number of placed I/O pins 20, vertical die dimension around 110 um, arrival time of the worst setup path between 3 and 4 ns, slack of the critical path roughly 2.5 ns, number of clock buffers inserted by TritonCTS 3, Final Max-Slew Violation Tally 0, area growth from synthesis to final layout 27.4%, largest registers in the final layout counter: 16 flops, Resize count post-CTS 0, antenna violations before repair 0, Post-Layout Inst Area 1750 sq um, fp_density roughly 18%, final worst-path cycle share 57.2%, P per Cell Area 577 nW/um^2, post-synthesis cell area approximately 1400 sq um, via count 1105, # clock sinks 16, routed length per instance 11.3 um, number of max-capacitance violations reported 0, Cell Area, Placed 1690 sq um, aggregate global-route resource usage 5.15%, post-synth tally of flip-flops with integrated enable 0, crit path launch type primary input, clock-pin slew of the registers on the worst-case setup and hold paths approximately 0.070 ns
[routing by layer]
metal | track usage [%] | vias up | routed length, um
li1 | - | 568 | -
met1 | 6.67 | 516 | 1530
met2 | 8.44 | 16 | 1250
met3 | 1.73 | 5 | 156
met4 | 0.565 | 0 | 31
met5 | 0 | - | 0
[layout make-up]
type	instances	area [sq um]	area share (%)
clock buffers	4	55.1	3.15
inverters	6	22.5	1.29
well taps	102	128	7.31
repair buffers	21	205	11.7
multi-input cells	114	936	53.6
flip-flops and latches	16	400	22.9
[path summary, 6_finish.rpt]
| path | end | slack, ns | depth (start not counted) | start |
|---|---|---|---|---|
| max | counter[12]$_DFFE_PP0P_ | 2.48 | 9 | reverse |
| min | counter[13]$_DFFE_PP0P_ | 0.52 | 2 | counter[13]$_DFFE_PP0P_ |
| max reg2reg | counter[12]$_DFFE_PP0P_ | 3.56 | 7 | counter[0]$_DFFE_PP0P_ |
| min reg2reg | counter[13]$_DFFE_PP0P_ | 0.52 | 2 | counter[13]$_DFFE_PP0P_ |
| max in group asynchronous | counter[7]$_DFFE_PP0P_ | 4.11 | 2 | reset |
| min in group asynchronous | counter[0]$_DFFE_PP0P_ | 1.29 | 2 | reset |
[metrics by stage]
stage	total power [mW]	hold slack (ns)
floorplan	0.704	0.462
global placement	0.916	0.519
detailed placement	0.915	0.512
CTS	1.03	0.528
global route	1.11	0.565
finish	1.01	0.521
[worst max-delay path: stages]
cell	delay, ns
sky130_fd_sc_hd__clkdlybuf4s50_1	0.40
sky130_fd_sc_hd__buf_4	0.21
sky130_fd_sc_hd__fa_1	0.48
sky130_fd_sc_hd__a21oi_1	0.25
sky130_fd_sc_hd__o211ai_1	0.11
sky130_fd_sc_hd__a31oi_1	0.30
sky130_fd_sc_hd__o21ai_1	0.13
sky130_fd_sc_hd__xor2_1	0.15
sky130_fd_sc_hd__mux2_2	0.26
[power breakdown]
| group | switching [mW] | leakage [nW] | internal, mW |
|---|---|---|---|
| Clock | 0.0433 | 0.0288 | 0.0603 |
| Combinational | 0.310 | 0.492 | 0.370 |
| Sequential | 0.0519 | 0.186 | 0.173 |
| Total | 0.405 | 0.707 | 0.604 |
[cell usage in the layout (no fill, tap or decap), types with 2 or more instances in the layout]
cell type,count
sky130_fd_sc_hd__o31ai_2,2
sky130_fd_sc_hd__nor2_1,7
sky130_fd_sc_hd__o21ai_0,3
sky130_fd_sc_hd__inv_1,6
sky130_fd_sc_hd__o211ai_1,2
sky130_fd_sc_hd__clkbuf_8,4
sky130_fd_sc_hd__buf_4,2
sky130_fd_sc_hd__xor2_1,3
sky130_fd_sc_hd__a31oi_1,3
sky130_fd_sc_hd__nand2b_1,3
sky130_fd_sc_hd__ha_1,14
sky130_fd_sc_hd__o21ai_1,3
sky130_fd_sc_hd__nand4_1,2
sky130_fd_sc_hd__nand2_1,12
sky130_fd_sc_hd__xnor2_1,9
sky130_fd_sc_hd__clkdlybuf4s50_1,19
sky130_fd_sc_hd__a21oi_1,13
sky130_fd_sc_hd__a21o_1,4
sky130_fd_sc_hd__mux2_2,11
sky130_fd_sc_hd__dfrtp_1,16
[cells in the mapped netlist, types with 2 or more instances]
cell type	count	area share [%]
sky130_fd_sc_hd__a21o_1	4	2.2
sky130_fd_sc_hd__a21oi_1	13	4.7
sky130_fd_sc_hd__a31oi_1	3	1.4
sky130_fd_sc_hd__clkbuf_1	2	0.55
sky130_fd_sc_hd__dfrtp_1	16	29
sky130_fd_sc_hd__ha_1	14	13
sky130_fd_sc_hd__inv_1	6	1.6
sky130_fd_sc_hd__mux2_2	11	9.0
sky130_fd_sc_hd__nand2_1	12	3.3
sky130_fd_sc_hd__nand2b_1	3	1.4
sky130_fd_sc_hd__nand4_1	2	0.91
sky130_fd_sc_hd__nor2_1	7	1.9
sky130_fd_sc_hd__o211ai_1	2	1.1
sky130_fd_sc_hd__o21ai_0	3	1.1
sky130_fd_sc_hd__o21ai_1	3	1.1
sky130_fd_sc_hd__o31ai_2	2	1.8
sky130_fd_sc_hd__xnor2_1	9	5.7
sky130_fd_sc_hd__xor2_1	3	1.9
[logic make-up (layout without fill, tap and decap cells)]
kind of cell	after synthesis	in the layout	share of synthesized area, %
multiplexers	12	12	9.76
XOR/XNOR	12	12	7.66
flip-flops	16	16	29.2
AND/OR/NAND/NOR	30	30	10.4
buffers and inverters	9	31	2.55
AND-OR/OR-AND	45	45	26.2
adder cells (fa/ha/maj)	15	15	14.2
Power and IR drop assume default switching activity.
